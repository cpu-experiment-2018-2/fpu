`design/flow/design.v`:
```
`default_nettype none
module itof(
input wire [31:0] adata,
output reg [31:0] result,
input wire clk,
input wire flag_in,
input wire [4:0] address_in,
output reg flag_out,
output reg [4:0] address_out);
wire [31:0] hosuu;
assign hosuu = ~adata + 1;
wire [31:0] kuriage30;
assign kuriage30 = ~adata + 257;
wire [31:0] kuriage29;
assign kuriage29 = ~adata + 129;
wire [31:0] kuriage28;
assign kuriage28 = ~adata + 65;
wire [31:0] kuriage27;
assign kuriage27 = ~adata + 33;
wire [31:0] kuriage26;
assign kuriage26 = ~adata + 17;
wire [31:0] kuriage25;
assign kuriage25 = ~adata + 9;
wire [31:0] kuriage24;
assign kuriage24 = ~adata + 5;
wire [31:0] kuriage23;
assign kuriage23 = ~adata + 3;
wire [31:0] a_kuriage30;
assign a_kuriage30 = adata + 256;
wire [31:0] a_kuriage29;
assign a_kuriage29 = adata + 128;
wire [31:0] a_kuriage28;
assign a_kuriage28 = adata + 64;
wire [31:0] a_kuriage27;
assign a_kuriage27 = adata + 32;
wire [31:0] a_kuriage26;
assign a_kuriage26 = adata + 16;
wire [31:0] a_kuriage25;
assign a_kuriage25 = adata + 8;
wire [31:0] a_kuriage24;
assign a_kuriage24 = adata + 4;
wire [31:0] a_kuriage23;
assign a_kuriage23 = adata + 2;
always@(posedge clk) begin
if (adata[31]) begin 
casex (hosuu)
32'b1xxxxxxxxxxxxxxxxxxxxxxxxxxxxxxx:
result <=  hosuu[7] ? {9'd414,kuriage30[30:8]} : {9'd414,hosuu[30:8]};
32'b01xxxxxxxxxxxxxxxxxxxxxxxxxxxxxx:
result <=  hosuu[6] ? {9'd413,kuriage29[29:7]} : {9'd413,hosuu[29:7]};
32'b001xxxxxxxxxxxxxxxxxxxxxxxxxxxxx:
result <=  hosuu[5] ? {9'd412,kuriage28[28:6]} : {9'd412,hosuu[28:6]};
32'b0001xxxxxxxxxxxxxxxxxxxxxxxxxxxx:
result <=  hosuu[4] ? {9'd411,kuriage27[27:5]} : {9'd411,hosuu[27:5]};
32'b00001xxxxxxxxxxxxxxxxxxxxxxxxxxx:
result <=  hosuu[3] ? {9'd410,kuriage26[26:4]} : {9'd410,hosuu[26:4]};
32'b000001xxxxxxxxxxxxxxxxxxxxxxxxxx:
result <=  hosuu[2] ? {9'd409,kuriage25[25:3]} : {9'd409,hosuu[25:3]};
32'b0000001xxxxxxxxxxxxxxxxxxxxxxxxx:
result <=  hosuu[1] ? {9'd408,kuriage24[24:2]} : {9'd408,hosuu[24:2]};
32'b00000001xxxxxxxxxxxxxxxxxxxxxxxx:
result <=  hosuu[0] ? {9'd407,kuriage23[23:1]} : {9'd407,hosuu[23:1]};
32'b000000001xxxxxxxxxxxxxxxxxxxxxxx:
result <=  {9'd406,hosuu[22:0]};
32'b0000000001xxxxxxxxxxxxxxxxxxxxxx:
result <=  {9'd405,hosuu[21:0],1'b0};
32'b00000000001xxxxxxxxxxxxxxxxxxxxx:
result <=  {9'd404,hosuu[20:0],2'b0};
32'b000000000001xxxxxxxxxxxxxxxxxxxx:
result <=  {9'd403,hosuu[19:0],3'b0};
32'b0000000000001xxxxxxxxxxxxxxxxxxx:
result <=  {9'd402,hosuu[18:0],4'b0};
32'b00000000000001xxxxxxxxxxxxxxxxxx:
result <=  {9'd401,hosuu[17:0],5'b0};
32'b000000000000001xxxxxxxxxxxxxxxxx:
result <=  {9'd400,hosuu[16:0],6'b0};
32'b0000000000000001xxxxxxxxxxxxxxxx:
result <=  {9'd399,hosuu[15:0],7'b0};
32'b00000000000000001xxxxxxxxxxxxxxx:
result <=  {9'd398,hosuu[14:0],8'b0};
32'b000000000000000001xxxxxxxxxxxxxx:
result <=  {9'd397,hosuu[13:0],9'b0};
32'b0000000000000000001xxxxxxxxxxxxx:
result <=  {9'd396,hosuu[12:0],10'b0};
32'b00000000000000000001xxxxxxxxxxxx:
result <=  {9'd395,hosuu[11:0],11'b0};
32'b000000000000000000001xxxxxxxxxxx:
result <=  {9'd394,hosuu[10:0],12'b0};
32'b0000000000000000000001xxxxxxxxxx:
result <=  {9'd393,hosuu[9:0],13'b0};
32'b00000000000000000000001xxxxxxxxx:
result <=  {9'd392,hosuu[8:0],14'b0};
32'b000000000000000000000001xxxxxxxx:
result <=  {9'd391,hosuu[7:0],15'b0};
32'b0000000000000000000000001xxxxxxx:
result <=  {9'd390,hosuu[6:0],16'b0};
32'b00000000000000000000000001xxxxxx:
result <=  {9'd389,hosuu[5:0],17'b0};
32'b000000000000000000000000001xxxxx:
result <=  {9'd388,hosuu[4:0],18'b0};
32'b0000000000000000000000000001xxxx:
result <=  {9'd387,hosuu[3:0],19'b0};
32'b00000000000000000000000000001xxx:
result <=  {9'd386,hosuu[2:0],20'b0};
32'b000000000000000000000000000001xx:
result <=  {9'd385,hosuu[1:0],21'b0};
32'b0000000000000000000000000000001x:
result <=  {9'd384,hosuu[0:0],22'b0};
32'b00000000000000000000000000000001:
result <=  32'd3212836864;
default:
result <= 32'd0;
endcase
end else begin
casex (adata)
32'b1xxxxxxxxxxxxxxxxxxxxxxxxxxxxxxx:
result <=  adata[7] ? {9'd158,a_kuriage30[30:8]} : {9'd158,adata[30:8]};
32'b01xxxxxxxxxxxxxxxxxxxxxxxxxxxxxx:
result <=  adata[6] ? {9'd157,a_kuriage29[29:7]} : {9'd157,adata[29:7]};
32'b001xxxxxxxxxxxxxxxxxxxxxxxxxxxxx:
result <=  adata[5] ? {9'd156,a_kuriage28[28:6]} : {9'd156,adata[28:6]};
32'b0001xxxxxxxxxxxxxxxxxxxxxxxxxxxx:
result <=  adata[4] ? {9'd155,a_kuriage27[27:5]} : {9'd155,adata[27:5]};
32'b00001xxxxxxxxxxxxxxxxxxxxxxxxxxx:
result <=  adata[3] ? {9'd154,a_kuriage26[26:4]} : {9'd154,adata[26:4]};
32'b000001xxxxxxxxxxxxxxxxxxxxxxxxxx:
result <=  adata[2] ? {9'd153,a_kuriage25[25:3]} : {9'd153,adata[25:3]};
32'b0000001xxxxxxxxxxxxxxxxxxxxxxxxx:
result <=  adata[1] ? {9'd152,a_kuriage24[24:2]} : {9'd152,adata[24:2]};
32'b00000001xxxxxxxxxxxxxxxxxxxxxxxx:
result <=  adata[0] ? {9'd151,a_kuriage23[23:1]} : {9'd151,adata[23:1]};
32'b000000001xxxxxxxxxxxxxxxxxxxxxxx:
result <=  {9'd150,adata[22:0]};
32'b0000000001xxxxxxxxxxxxxxxxxxxxxx:
result <=  {9'd149,adata[21:0],1'b0};
32'b00000000001xxxxxxxxxxxxxxxxxxxxx:
result <=  {9'd148,adata[20:0],2'b0};
32'b000000000001xxxxxxxxxxxxxxxxxxxx:
result <=  {9'd147,adata[19:0],3'b0};
32'b0000000000001xxxxxxxxxxxxxxxxxxx:
result <=  {9'd146,adata[18:0],4'b0};
32'b00000000000001xxxxxxxxxxxxxxxxxx:
result <=  {9'd145,adata[17:0],5'b0};
32'b000000000000001xxxxxxxxxxxxxxxxx:
result <=  {9'd144,adata[16:0],6'b0};
32'b0000000000000001xxxxxxxxxxxxxxxx:
result <=  {9'd143,adata[15:0],7'b0};
32'b00000000000000001xxxxxxxxxxxxxxx:
result <=  {9'd142,adata[14:0],8'b0};
32'b000000000000000001xxxxxxxxxxxxxx:
result <=  {9'd141,adata[13:0],9'b0};
32'b0000000000000000001xxxxxxxxxxxxx:
result <=  {9'd140,adata[12:0],10'b0};
32'b00000000000000000001xxxxxxxxxxxx:
result <=  {9'd139,adata[11:0],11'b0};
32'b000000000000000000001xxxxxxxxxxx:
result <=  {9'd138,adata[10:0],12'b0};
32'b0000000000000000000001xxxxxxxxxx:
result <=  {9'd137,adata[9:0],13'b0};
32'b00000000000000000000001xxxxxxxxx:
result <=  {9'd136,adata[8:0],14'b0};
32'b000000000000000000000001xxxxxxxx:
result <=  {9'd135,adata[7:0],15'b0};
32'b0000000000000000000000001xxxxxxx:
result <=  {9'd134,adata[6:0],16'b0};
32'b00000000000000000000000001xxxxxx:
result <=  {9'd133,adata[5:0],17'b0};
32'b000000000000000000000000001xxxxx:
result <=  {9'd132,adata[4:0],18'b0};
32'b0000000000000000000000000001xxxx:
result <=  {9'd131,adata[3:0],19'b0};
32'b00000000000000000000000000001xxx:
result <=  {9'd130,adata[2:0],20'b0};
32'b000000000000000000000000000001xx:
result <=  {9'd129,adata[1:0],21'b0};
32'b0000000000000000000000000000001x:
result <=  {9'd128,adata[0:0],22'b0};
32'b00000000000000000000000000000001:
result <=  32'd1065353216;
default:
result <= 32'd0;
endcase
end
address_out <= address_in;
flag_out <= flag_in;
end
endmodule
`default_nettype wire
```
`design/flow/run.sh`:
```
#!/bin/bash
# OpenROAD 26Q1-2900-gdf79404cd8, Yosys 0.63+post, stock flow scripts
make -C /OpenROAD-flow-scripts/flow DESIGN_CONFIG=/design/flow/config.mk WORK_HOME=/design/flow/orfs finish
```
`design/flow/config.mk`:
```
export PLATFORM = sky130hd
export DESIGN_NAME = itof
export DESIGN_NICKNAME = itof
export VERILOG_FILES = /design/flow/design.v
export SDC_FILE = /design/flow/constraint.sdc
export NUM_CORES = 4
export LEC_CHECK = 1
export CORE_UTILIZATION = 50
```
`design/flow/constraint.sdc`:
```
current_design itof

set clk_period 8.9
set clk_io_pct 0.2

create_clock -name clk0 -period $clk_period [get_ports {clk}]

set non_clock_inputs [all_inputs -no_clocks]
set_input_delay [expr $clk_period * $clk_io_pct] -clock clk0 $non_clock_inputs
set_output_delay [expr $clk_period * $clk_io_pct] -clock clk0 [all_outputs]
```
==> reports/results.ini <==
[outcome]
status = complete, but fails checks
violations = max-capacitance violations, max-slew violations

[worst_setup_path]
worst_path_max_delay_cell = nand4_1
required_ns = 9.08
arrival_ns = 7.73
setup.worst_path.start_class = input pin
crit_path_cell_trace = buf_2 > nand4_1 > or2_2 > or3_1 > and3_1 > a2111oi_0 > nand4_1 > a2111oi_0 > nand4_1 > o22a_1
cpMostUsedCell = nand4_1
worstSetupPathType = in2reg
critPathMaxStageDelay_ns = 0.90
critPathMaxFanout = 17
end_kind = flop

[worst_hold_path]
hold_path_class = in2reg
hold_end = address_out[4]
min_from = address_in[4]
whs_path_depth = 1

[finish]
area_delta_synth_final_pct = 8.56
fillers = 3014
final_util = 0.558
lay_top_count = xnor2_1
drive_above_1_share = 0.0964
lay_top_cells = xnor2_1, nand2_1, nor2_1
logic_area_um2 = 13600
regArea_um2 = 741

[yosys]
syn_avg_cell_area_um2 = 6.48
ys_cells = 2375
netlist_instances = 2375
ys_seq_frac = 0.0481
ys_warn_count = 1
flop_cell = dfxtp_1
synth_area_um2 = 15400
async_flop_share = 0
synth-seq-cells = 37
synth_chip_area_um2 = 15400
ys_types = 90
edf_count = 0

[routing]
drc = 0
ant_nets = 0
first_pass_iters = 20
drt-vias-per-instance = 8.72
wirelength_um = 103000
vias = 23601
drt_iter0_drc = 5969
routedWlPerCell_um = 38.0

[clocking]
clkTransAtPathRegs_ns = 0.06
cts_resized = 0
clk_path_buf_depth = 2
ctsHoldBuffers = 0
cts_tree = done
numCtsBuffers = 5
clock-root-buffer = clkbuf_16
postCtsSetupRepairBufs = 0
ctsHtreeMaxLevel = 2
clock_sinks = 37

[pwr]
power_frac_seq = 0.179
ir_drop_mv = 0.0710
power_per_cell_area_nw_per_um2 = 64.9
p_sw_w = 0.000575
switching_share = 0.530
clock_power_share = 0.176
p_int_w = 0.000510
pwr-share-comb = 0.645
leakage_nw = 5.04

[final_timing]
setup-violations-final = 0
setup_slack_ns = 1.35
maxSlewHeadroom = -0.160
period_needed_ns = 7.55
tns_ns = 0
fmax_mhz = 132
whs_ns = 1.94
slew_viol_final = 2
tightest_slew_ns = 1.72
rsz0062_at_grt = no
period_used_share = 0.849
hold_violations = 0

[floorplan]
die-area_um2 = 31500
die_h_um = 177
std_cell_rows = 63
ios = 77
core_area_um2 = 30000
fp_util = 0.514
die_x_um = 177

[placed_design]
dpl_worst_slack_ns = 1.53
dp_hpwl_um = 68900
routabilityCongestion = 1.24
portBuffers = 76

[grt]
grt_overflow = 0
grt_use_total = 0.664
grt_pass1_vias = 21939
grt_max_degree = 46
antenna_found_initial = 5
grt_pass1_wl_um = 151000

[job]
drv_cap = 1
warnings = 48

## power by group through the flow
stage	clock network [W]	registers, W	logic (W)
CTS	0.000190	0.000194	0.000623
finish	0.000191	0.000194	0.000699
global route	0.000200	0.000195	0.000695
## flip-flops by register name (all words and copies together), names as in the netlist
name         count
result          31
address_out      5
flag_out         1
## final cells by class
class,count,area share
diodes,4,0.000599
clock buffers,7,0.00914
clock inverters,1,0.000300
inverters,23,0.00517
multi-input cells,2046,0.815
flip-flops and latches,37,0.0443
well taps,390,0.0292
repair buffers,200,0.0962
## synth_stat cells, drive strengths merged (20+ instances only)
cell type  instances  area, µm²
a222oi            22        220
buf               72        328
a221oi            61        534
nor4              85        663
nand3            138        701
a21oi             84        420
o211ai            20        150
nand2            232        873
and2              26        163
o22ai             76        475
or4               30        225
dfxtp             37        741
nor3              94        475
nand4             70        438
inv               22       82.6
xor2              83        727
ha                31        388
xnor2            240       2110
o21ai             99        495
clkbuf           197        739
and3              32        200
or3               27        169
nor2             196        736
a22o              28        245
a22oi             97        728
## cells by family after synthesis
group / count (synthesis) / synth area share
simple gates: 1008 / 0.343
compound gates: 669 / 0.315
xor+xnor: 323 / 0.184
buf+inv: 292 / 0.0750
flops: 37 / 0.0481
fa+ha+maj: 32 / 0.0259
mux: 14 / 0.00951
## routing by layer
layer | share of wire | vias up | GRT usage
met5 | 0.0084 | - | 0.221
met4 | 0.13 | 26 | 0.561
met3 | 0.20 | 1286 | 0.489
met2 | 0.36 | 2931 | 0.833
met1 | 0.31 | 10444 | 0.710
li1 | - | 8914 | -
## worst max-delay path: cells and delay by family
kind / cells / cell delay, ns
simple gates: 6 / 3.70
buf+inv: 1 / 0.45
compound gates: 3 / 1.79
## metrics by stage
| stage | instance area (µm²) | cells | power, W |
|---|---|---|---|
| floorplan | 15400 | 2375 | 0.000545 |
| global placement | 16500 | 2696 | 0.000821 |
| detailed placement | 16500 | 2696 | 0.000818 |
| CTS | 16700 | 2704 | 0.00101 |
| global route | 16700 | 2705 | 0.00109 |
| finish | 16700 | 2708 | 0.00108 |
## worst max-delay path by stage
stage         depth (start not counted)      start          to
global route                         16   adata[1]   result[7]
CTS                                  15   adata[7]   result[7]
finish                               10  adata[15]  result[18]
No activity file was given, so power comes from the tool's default toggle rates.
