==> flow/run.sh <==
#!/bin/bash
# OpenROAD 26Q1-2900-gdf79404cd8, Yosys 0.63+post, stock flow scripts
make -C /OpenROAD-flow-scripts/flow DESIGN_CONFIG=/design/flow/config.mk WORK_HOME=/design/flow/orfs finish
==> flow/config.mk <==
export PLATFORM = sky130hd
export DESIGN_NAME = fsub
export DESIGN_NICKNAME = fsub
export VERILOG_FILES = /design/flow/design.v
export SDC_FILE = /design/flow/constraint.sdc
export NUM_CORES = 4
export LEC_CHECK = 1
export CORE_UTILIZATION = 30
==> flow/constraint.sdc <==
current_design fsub

set clk_period 19.9
set clk_io_pct 0.2

create_clock -name clk0 -period $clk_period [get_ports {clk}]

set non_clock_inputs [all_inputs -no_clocks]
set_input_delay [expr $clk_period * $clk_io_pct] -clock clk0 $non_clock_inputs
set_output_delay [expr $clk_period * $clk_io_pct] -clock clk0 [all_outputs]
==> flow/design.v <==
module fsub(
input wire [31:0] adata,
input wire [31:0] bdata,
output reg [31:0] result,
input wire clk,
input wire flag_in,
input wire [4:0] address_in,
output reg flag_out,
output reg [4:0] address_out);
wire hiseiki_a;
assign hiseiki_a = ! (| adata[30:23]);
wire hiseiki_b;
assign hiseiki_b = ! (| bdata[30:23]);
wire hiseiki;
assign hiseiki   = hiseiki_a || hiseiki_b;
wire tashi1hiki0;
assign tashi1hiki0 = adata[31] ^ bdata[31];
wire deka_a;
assign deka_a = adata[30:0] > bdata[30:0];
wire deka_s;
assign deka_s = deka_a ? adata[31] : ~bdata[31];
wire [7:0] deka_e;
assign deka_e = deka_a ? adata[30:23] : bdata[30:23];
wire [23:0] deka_m;
assign deka_m = deka_a ? {1'b1,adata[22:0]} : {1'b1,bdata[22:0]};
wire [7:0] ahikub;
assign ahikub = adata[30:23] - bdata[30:23];
wire [7:0] bhikua;
assign bhikua = bdata[30:23] - adata[30:23];
wire [23:0] chibi_m;
assign chibi_m = deka_a ? ({1'b1,bdata[22:0]} >> ahikub) : ({1'b1,adata[22:0]} >> bhikua);
reg hiseiki_reg_2;
reg hiseiki_a_reg_2;
reg s2_reg;
reg [7:0] e2_reg;
reg [24:0] kekka_reg;
reg [31:0] adata_reg_2;
reg [31:0] bdata_reg_2;
reg flag2;
reg [4:0] address2;
always@(posedge clk) begin
hiseiki_reg_2 <= hiseiki;
hiseiki_a_reg_2 <= hiseiki_a;
s2_reg <= deka_s;
e2_reg <= deka_e;
kekka_reg <= tashi1hiki0 ? deka_m + chibi_m : deka_m - chibi_m;
adata_reg_2 <= adata;
bdata_reg_2 <= {~bdata[31],bdata[30:0]};
flag2 <= flag_in;
address2 <= address_in;
end
always@(posedge clk) begin
flag_out <= flag2;
address_out <= address2;
if (hiseiki_reg_2) begin
result <= hiseiki_a_reg_2 ? bdata_reg_2 : adata_reg_2;
end else begin
casex (kekka_reg) 
25'b1xxxxxxxxxxxxxxxxxxxxxxxx: 
result <= {s2_reg,e2_reg+8'd1,kekka_reg[23:1]};
25'b01xxxxxxxxxxxxxxxxxxxxxxx: 
result <= {s2_reg,e2_reg,kekka_reg[22:0]};
25'b001xxxxxxxxxxxxxxxxxxxxxx: 
result <= (e2_reg < 1) ? 0 : {s2_reg,e2_reg-8'd1,kekka_reg[21:0],1'b0};
25'b0001xxxxxxxxxxxxxxxxxxxxx: 
result <= (e2_reg < 2) ? 0 : {s2_reg,e2_reg-8'd2,kekka_reg[20:0],2'b0};
25'b00001xxxxxxxxxxxxxxxxxxxx: 
result <= (e2_reg < 3) ? 0 : {s2_reg,e2_reg-8'd3,kekka_reg[19:0],3'b0};
25'b000001xxxxxxxxxxxxxxxxxxx: 
result <= (e2_reg < 4) ? 0 : {s2_reg,e2_reg-8'd4,kekka_reg[18:0],4'b0};
25'b0000001xxxxxxxxxxxxxxxxxx: 
result <= (e2_reg < 5) ? 0 : {s2_reg,e2_reg-8'd5,kekka_reg[17:0],5'b0};
25'b00000001xxxxxxxxxxxxxxxxx: 
result <= (e2_reg < 6) ? 0 : {s2_reg,e2_reg-8'd6,kekka_reg[16:0],6'b0};
25'b000000001xxxxxxxxxxxxxxxx: 
result <= (e2_reg < 7) ? 0 : {s2_reg,e2_reg-8'd7,kekka_reg[15:0],7'b0};
25'b0000000001xxxxxxxxxxxxxxx: 
result <= (e2_reg < 8) ? 0 : {s2_reg,e2_reg-8'd8,kekka_reg[14:0],8'b0};
25'b00000000001xxxxxxxxxxxxxx: 
result <= (e2_reg < 9) ? 0 : {s2_reg,e2_reg-8'd9,kekka_reg[13:0],9'b0};
25'b000000000001xxxxxxxxxxxxx: 
result <= (e2_reg < 10) ? 0 : {s2_reg,e2_reg-8'd10,kekka_reg[12:0],10'b0};
25'b0000000000001xxxxxxxxxxxx: 
result <= (e2_reg < 11) ? 0 : {s2_reg,e2_reg-8'd11,kekka_reg[11:0],11'b0};
25'b00000000000001xxxxxxxxxxx: 
result <= (e2_reg < 12) ? 0 : {s2_reg,e2_reg-8'd12,kekka_reg[10:0],12'b0};
25'b000000000000001xxxxxxxxxx: 
result <= (e2_reg < 13) ? 0 : {s2_reg,e2_reg-8'd13,kekka_reg[9:0],13'b0};
25'b0000000000000001xxxxxxxxx: 
result <= (e2_reg < 14) ? 0 : {s2_reg,e2_reg-8'd14,kekka_reg[8:0],14'b0};
25'b00000000000000001xxxxxxxx: 
result <= (e2_reg < 15) ? 0 : {s2_reg,e2_reg-8'd15,kekka_reg[7:0],15'b0};
25'b000000000000000001xxxxxxx: 
result <= (e2_reg < 16) ? 0 : {s2_reg,e2_reg-8'd16,kekka_reg[6:0],16'b0};
25'b0000000000000000001xxxxxx: 
result <= (e2_reg < 17) ? 0 : {s2_reg,e2_reg-8'd17,kekka_reg[5:0],17'b0};
25'b00000000000000000001xxxxx: 
result <= (e2_reg < 18) ? 0 : {s2_reg,e2_reg-8'd18,kekka_reg[4:0],18'b0};
25'b000000000000000000001xxxx: 
result <= (e2_reg < 19) ? 0 : {s2_reg,e2_reg-8'd19,kekka_reg[3:0],19'b0};
25'b0000000000000000000001xxx: 
result <= (e2_reg < 20) ? 0 : {s2_reg,e2_reg-8'd20,kekka_reg[2:0],20'b0};
25'b00000000000000000000001xx: 
result <= (e2_reg < 21) ? 0 : {s2_reg,e2_reg-8'd21,kekka_reg[1:0],21'b0};
25'b000000000000000000000001x: 
result <= (e2_reg < 22) ? 0 : {s2_reg,e2_reg-8'd22,kekka_reg[0:0],22'b0};
25'b0000000000000000000000001: 
result <= (e2_reg < 23) ? 0 : {s2_reg,e2_reg-8'd23,23'b0};
25'b0:
result <= 0;
endcase
end
end
endmodule
`default_nettype wire 
==> reports/summary.txt <==
status: completed
initial detailed-routing violation count: 2291
final worst slack: 7.92 ns
Setup TNS: 0 ns
total vias in the final route: 16300
Sw Ratio: 0.487
Setup CP Type: primary input to flip-flop
largest net degree at the start of global routing: 70
clock root buffer: clkbuf_16
Int Pwr: 1.06 mW
Reg2Reg Depth: 16
largest registers: adata_reg_2 x32, bdata_reg_2 x32, result x32
FF/Latch Area: 2890 µm²
vias in the first global route: 15300
top post-synthesis cells by count: nand2_1, a21oi_1, nor2_1
fin area: 17000 µm²
Post-synth area hogs: dfxtp_1, ha_1, a21oi_1, nand2_1, mux2i_1
Final Hold Fails: 0
Max Cap Viol: 0
DRT Pass-1 Iters: 6
Placed Cells incl. Taps: 2607
Area after DPL: 16400 µm²
Unique cell types: 110
hold path cells: 0
DP HPWL: 47500 µm
VDD IR max: 64.9 µV
combinational group share of total power: 0.617
non-filler cells, final: 2638
tool warnings: 49
Die X-Extent: 223 µm
total track usage: 0.259
quantity of gates resized following cts: 0
CTS Hold Bufs: 0
Synth Seq Share: 0.196
FF-to-FF Start: e2_reg[5]$_DFF_P_
pre-CTS WS: 7.51 ns
Power Density: 122 nW/µm²
CTS tree: built
Worst path slowest cell: buf_4
Filler cells: 4945
GRT overflow: 0
Core ar.: 48000 µm²
WL/cell: 24.4 µm
flip-flops with a built-in enable: 0
post-synthesis chip area from yosys: 14700 µm²
Routed WL: 64300 µm
Comb area: 10800 µm²
HP Start: address2[0]$_DFF_P_
Hold Worst Slack: 0.325 ns
RR Endpoint: result[22]$_DFF_P_
synthesized area: 14700 µm²
Commonest flop: dfxtp_1
Slew Viols, Final: 0
min cycle time layout: 11.98 ns
CP top delay family: AND-OR/OR-AND gates
total clock sinks: 144
Pleak: 6.57 nW
Routed Antenna Nets: 0
clock power share: 0.159
Diodes inserted: 0
drt drc: 0
Synth warnings: 1
hold path endpoint: address_out[0]$_DFF_P_
Reg clk slew, reported paths: 0.06 ns
clock skew: 0.0178 ns
# setup viols final: 0
Worst Path Max Fanout: 69
Avg Cell Area, Syn: 7.42 µm²
Die ar.: 49900 µm²
Tcrit/Tclk final: 0.602
top-level port count: 109
Core Density at Floorplan: 0.306
yosys stat cell total: 1982
actual slew at the worst max-slew pin: 0.974 ns
Area leader share: 0.196
Clock Latency Late Sink: 0.48 ns
required time worst endpoint: 20.25 ns
ys flops: 144
CP peak stage delay: 0.65 ns
row count: 80
Worst slew margin: 0.351
initial antenna violation count: 1
switching power summed over all nets: 1.00 mW
layout cells sized above 1: 0.0914
Seq pwr share: 0.225
Vias/cell: 6.18
Worst Setup Start Kind: primary input
first-pass GRT wire length: 96700 µm
R2R setup slack: 15.05 ns
Async S/R FF share, synth: 0
Inserted Clock Buffers: 17
H-tree Lvls: 4
Layout area overhead: 15.4%
Hold Path Class: flip-flop to flip-flop
gate count of the mapped netlist: 1982
cell type with the largest total area: dfxtp_1
most common cell in the netlist: nand2_1
Port Buffers: 108
Post-CTS Setup Inserts: 0
Worst EP arrival: 12.32 ns
CTS max path bufs: 2
Placer Congestion: 0.998
worst path bufs/invs: 5
Chip Height: 223 µm
RSZ-0062 raised after global routing: false
fmax: 83.5 MHz
Worst setup EP type: flip-flop
-- kinds of logic (layout without fill, tap and decap cells) --
| group | after synthesis | after routing | synth area share |
|---|---|---|---|
| flip-flops | 144 | 144 | 0.196 |
| AND/OR/NAND/NOR | 619 | 619 | 0.203 |
| buffers and inverters | 251 | 292 | 0.0708 |
| XOR/XNOR | 64 | 64 | 0.0396 |
| AND-OR/OR-AND | 704 | 704 | 0.329 |
| multiplexers | 113 | 113 | 0.0859 |
| adder cells (fa/ha/maj) | 87 | 87 | 0.0756 |
-- placed cells by master, fill, tap and decap left out, types with 17 or more instances in the layout --
master and count:
o211ai_1 18, nand3_1 57, nand4_1 35, nor2_1 147, clkdlybuf4s50_1 108, buf_4 65
ha_1 83, a22oi_1 62, nand2_1 223, nor3_1 35, xor2_1 22, mux2_2 25
inv_1 84, clkbuf_16 17, a221oi_1 48, xnor2_1 40, a21oi_1 178, a211oi_1 21
a21o_1 19, mux2i_1 76, o21ai_0 143, dfxtp_1 141
-- layout make-up --
cell class	count	area share
clock inverter	13	0.00900
clock buffer	18	0.0259
timing repair buffer	173	0.0925
sequential	144	0.170
tap	615	0.0454
multi-input combinational	1587	0.638
inverter	88	0.0195
-- how the worst max path moves through the flow --
| stage | start | end | slack (ns) | cells past startpoint |
|---|---|---|---|---|
| 4_1_cts | adata[27] | kekka_reg[23]$_DFF_P_ | 8.00 | 31 |
| 5_1_grt | adata[27] | kekka_reg[23]$_DFF_P_ | 7.27 | 31 |
| 6_report | adata[27] | kekka_reg[23]$_DFF_P_ | 7.92 | 31 |
-- worst register-to-register path, delay by kind of cell, from the launching register on --
family	cells	cell delay (ns)
buffers and inverters	3	0.80
and+or+nand+nor	4	1.23
AOI/OAI and AO/OA	8	1.83
adders and majority gates	1	0.58
DFF	1	0.30
-- power by group through the flow --
| stage | registers [mW] | logic, mW | clock network, mW |
|---|---|---|---|
| after CTS | 0.458 | 1.24 | 0.335 |
| after global routing | 0.468 | 1.38 | 0.349 |
| final | 0.463 | 1.27 | 0.327 |
-- layer usage --
metal / up-vias / GRT usage / share of wire / wire length [µm]
met2: 930 / 0.396 / 0.44 / 28300
met3: 165 / 0.0671 / 0.097 / 6230
li1: 7487 / - / - / -
met5: - / 0 / 0 / 0
met1: 7729 / 0.359 / 0.43 / 27400
met4: 0 / 0.0780 / 0.036 / 2300
-- through the flow --
stage | power, mW | util
2_1_floorplan | 1.27 | -
3_3_place_gp | 1.71 | 0.341
3_5_place_dp | 1.70 | 0.341
4_1_cts | 2.04 | 0.353
5_1_grt | 2.20 | 0.353
6_report | 2.06 | 0.353
Power figures rest on the tool's default switching activity, not on a simulated workload.
