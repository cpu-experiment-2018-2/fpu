`flow/config.mk`:
```
export PLATFORM = sky130hd
export DESIGN_NAME = fadd
export DESIGN_NICKNAME = fadd
export VERILOG_FILES = /design/flow/design.v
export SDC_FILE = /design/flow/constraint.sdc
export NUM_CORES = 4
export LEC_CHECK = 1
export CORE_UTILIZATION = 50
```
`flow/constraint.sdc`:
```
current_design fadd

set clk_period 18.8
set clk_io_pct 0.2

create_clock -name clk0 -period $clk_period [get_ports {clk}]

set non_clock_inputs [all_inputs -no_clocks]
set_input_delay [expr $clk_period * $clk_io_pct] -clock clk0 $non_clock_inputs
set_output_delay [expr $clk_period * $clk_io_pct] -clock clk0 [all_outputs]
```
`flow/design.v`:
```
module fadd(
input wire [31:0] adata,
input wire [31:0] bdata,
output reg [31:0] result,
input wire clk,
input wire flag_in,
input wire [4:0] address_in,
output reg flag_out,
output reg [4:0] address_out);
wire hiseiki_a;
assign hiseiki_a = ! (| adata[30:23]);
wire hiseiki_b;
assign hiseiki_b = ! (| bdata[30:23]);
wire hiseiki;
assign hiseiki   = hiseiki_a || hiseiki_b;
wire tashi1hiki0;
assign tashi1hiki0 = adata[31] ~^ bdata[31];
wire deka_a;
assign deka_a = adata[30:0] > bdata[30:0];
wire deka_s;
assign deka_s = deka_a ? adata[31] : bdata[31];
wire [7:0] deka_e;
assign deka_e = deka_a ? adata[30:23] : bdata[30:23];
wire [23:0] deka_m;
assign deka_m = deka_a ? {1'b1,adata[22:0]} : {1'b1,bdata[22:0]};
wire [7:0] ahikub;
assign ahikub = adata[30:23] - bdata[30:23];
wire [7:0] bhikua;
assign bhikua = bdata[30:23] - adata[30:23];
wire [23:0] chibi_m;
assign chibi_m = deka_a ? ({1'b1,bdata[22:0]} >> ahikub) : ({1'b1,adata[22:0]} >> bhikua);
reg hiseiki_reg_2;
reg hiseiki_a_reg_2;
reg s2_reg;
reg [7:0] e2_reg;
reg [24:0] kekka_reg;
reg [31:0] adata_reg_2;
reg [31:0] bdata_reg_2;
reg flag2;
reg [4:0] address2;
always@(posedge clk) begin
hiseiki_reg_2 <= hiseiki;
hiseiki_a_reg_2 <= hiseiki_a;
s2_reg <= deka_s;
e2_reg <= deka_e;
kekka_reg <= tashi1hiki0 ? deka_m + chibi_m : deka_m - chibi_m;
adata_reg_2 <= adata;
bdata_reg_2 <= bdata;
flag2 <= flag_in;
address2 <= address_in;
end
always@(posedge clk) begin
flag_out <= flag2;
address_out <= address2;
if (hiseiki_reg_2) begin
result <= hiseiki_a_reg_2 ? bdata_reg_2 : adata_reg_2;
end else begin
casex (kekka_reg) 
25'b1xxxxxxxxxxxxxxxxxxxxxxxx: 
result <= {s2_reg,e2_reg+8'd1,kekka_reg[23:1]};
25'b01xxxxxxxxxxxxxxxxxxxxxxx: 
result <= {s2_reg,e2_reg,kekka_reg[22:0]};
25'b001xxxxxxxxxxxxxxxxxxxxxx: 
result <= (e2_reg < 1) ? 0 : {s2_reg,e2_reg-8'd1,kekka_reg[21:0],1'b0};
25'b0001xxxxxxxxxxxxxxxxxxxxx: 
result <= (e2_reg < 2) ? 0 : {s2_reg,e2_reg-8'd2,kekka_reg[20:0],2'b0};
25'b00001xxxxxxxxxxxxxxxxxxxx: 
result <= (e2_reg < 3) ? 0 : {s2_reg,e2_reg-8'd3,kekka_reg[19:0],3'b0};
25'b000001xxxxxxxxxxxxxxxxxxx: 
result <= (e2_reg < 4) ? 0 : {s2_reg,e2_reg-8'd4,kekka_reg[18:0],4'b0};
25'b0000001xxxxxxxxxxxxxxxxxx: 
result <= (e2_reg < 5) ? 0 : {s2_reg,e2_reg-8'd5,kekka_reg[17:0],5'b0};
25'b00000001xxxxxxxxxxxxxxxxx: 
result <= (e2_reg < 6) ? 0 : {s2_reg,e2_reg-8'd6,kekka_reg[16:0],6'b0};
25'b000000001xxxxxxxxxxxxxxxx: 
result <= (e2_reg < 7) ? 0 : {s2_reg,e2_reg-8'd7,kekka_reg[15:0],7'b0};
25'b0000000001xxxxxxxxxxxxxxx: 
result <= (e2_reg < 8) ? 0 : {s2_reg,e2_reg-8'd8,kekka_reg[14:0],8'b0};
25'b00000000001xxxxxxxxxxxxxx: 
result <= (e2_reg < 9) ? 0 : {s2_reg,e2_reg-8'd9,kekka_reg[13:0],9'b0};
25'b000000000001xxxxxxxxxxxxx: 
result <= (e2_reg < 10) ? 0 : {s2_reg,e2_reg-8'd10,kekka_reg[12:0],10'b0};
25'b0000000000001xxxxxxxxxxxx: 
result <= (e2_reg < 11) ? 0 : {s2_reg,e2_reg-8'd11,kekka_reg[11:0],11'b0};
25'b00000000000001xxxxxxxxxxx: 
result <= (e2_reg < 12) ? 0 : {s2_reg,e2_reg-8'd12,kekka_reg[10:0],12'b0};
25'b000000000000001xxxxxxxxxx: 
result <= (e2_reg < 13) ? 0 : {s2_reg,e2_reg-8'd13,kekka_reg[9:0],13'b0};
25'b0000000000000001xxxxxxxxx: 
result <= (e2_reg < 14) ? 0 : {s2_reg,e2_reg-8'd14,kekka_reg[8:0],14'b0};
25'b00000000000000001xxxxxxxx: 
result <= (e2_reg < 15) ? 0 : {s2_reg,e2_reg-8'd15,kekka_reg[7:0],15'b0};
25'b000000000000000001xxxxxxx: 
result <= (e2_reg < 16) ? 0 : {s2_reg,e2_reg-8'd16,kekka_reg[6:0],16'b0};
25'b0000000000000000001xxxxxx: 
result <= (e2_reg < 17) ? 0 : {s2_reg,e2_reg-8'd17,kekka_reg[5:0],17'b0};
25'b00000000000000000001xxxxx: 
result <= (e2_reg < 18) ? 0 : {s2_reg,e2_reg-8'd18,kekka_reg[4:0],18'b0};
25'b000000000000000000001xxxx: 
result <= (e2_reg < 19) ? 0 : {s2_reg,e2_reg-8'd19,kekka_reg[3:0],19'b0};
25'b0000000000000000000001xxx: 
result <= (e2_reg < 20) ? 0 : {s2_reg,e2_reg-8'd20,kekka_reg[2:0],20'b0};
25'b00000000000000000000001xx: 
result <= (e2_reg < 21) ? 0 : {s2_reg,e2_reg-8'd21,kekka_reg[1:0],21'b0};
25'b000000000000000000000001x: 
result <= (e2_reg < 22) ? 0 : {s2_reg,e2_reg-8'd22,kekka_reg[0:0],22'b0};
25'b0000000000000000000000001: 
result <= (e2_reg < 23) ? 0 : {s2_reg,e2_reg-8'd23,23'b0};
25'b0:
result <= 0;
endcase
end
end
endmodule
`default_nettype wire 
```
`flow/run.sh`:
```
#!/bin/bash
# OpenROAD 26Q1-2900-gdf79404cd8, Yosys 0.63+post, stock flow scripts
make -C /OpenROAD-flow-scripts/flow DESIGN_CONFIG=/design/flow/config.mk WORK_HOME=/design/flow/orfs finish
```
==> notes.md <==
run results: Wirelength per Cell between 20 and 30 µm, worst setup margin roughly 7.5 ns, TritonCTS Buffers 17, async set-reset flop share out of synthesis 0, Hold Buf Count CTS 0, IO Port Bufs 108, drt pass-1 iters 9, cell type with the largest total area dfxtp_1, chip area in the Yosys report around 0.015 mm², Fin Setup TNS 0 ns, Worst slew margin 0.401, standard-cell rows around 63, DR iter-0 viols ~2300, residual DRC count 0, vias in the first global route 15323, share of cells above drive strength 1 0.0872, clk slew on worst S/H paths about 0.070 ns, Dominant cell area share 0.192, Die Height ~180 µm, first-pass GRT wire length approximately 95000 µm, CTS Buffer Depth 2, total grt overflow 0, antenna viol nets, final 0, total die size slightly above 0.03 mm², Req. time, crit path between 15 and 20 ns, Synth Seq Share 0.192, Critical Path Source Type input port, clk sinks 144, count of tool warnings just under 50, post-CTS resize count 0, GRT Overall Usage 0.417, PwrDens around 120 mW/mm², core region area around 0.030 mm², Peak VDD IR a little under 0.08 mV, critical path class input port to register, max-cap violation count 0, number of enable flip-flop cells 0, f_max 0.0883 GHz, YS warnings 1, yosys stat cell total ~2000, clock latency (worst-skew pair) between 0.4 and 0.5 ns, Design Power ~2000 µW, Place WS between 7 and 8 ns, status completed, Die X between 150 and 200 µm, total number of H-tree levels 4, Dominant flop cell dfxtp_1, Post-Synthesis Cells 2010, # IOs between 100 and 150, crit share post-route 0.602, Vias/cell about 7, final hold viol count 0, Critical Path AT between 10 and 15 ns, setup repair after global routing missed its margin false, Layout area overhead 12.6%, pin count of the biggest net entering global routing 70, final WL 63000 µm, dpl hpwl roughly 47000 µm, crit path max fanout 69, TritonCTS clock tree done, # diodes 0, Top cells by area dfxtp_1 19%, ha_1 7.0%, a21oi_1 5.8%, Distinct cells, synth 96, Clock Skews approximately 0.0096 ns, Mapped Area 0.0150 mm², CTS root buf clkbuf_16, Final setup viols 0, # fillers 2698, syn_area_per_cell 7.46 µm², fin crit period approximately 11 ns, leakage power total approximately 0.0065 µW, Placer Congestion ~1.1, biggest regs adata_reg_2 (32), bdata_reg_2 (32), result (32), hold crit path type register to register, CP Capture Type register, initial antenna violation count 0, Synth Register Bits 144, Post CTS Setup Buffer Count 0, Worst-Margin Slew 0.893 ns, routed vias ~17000, floorplan utilization 0.508, Final Max Slew Viols 0
## cells in the mapped netlist (57+ instances only)
| cell type | number |
|---|---|
| a21oi_1 | 175 |
| a221oi_1 | 60 |
| a22oi_1 | 68 |
| clkbuf_1 | 122 |
| dfxtp_1 | 144 |
| ha_1 | 84 |
| inv_1 | 80 |
| mux2i_1 | 71 |
| nand2_1 | 225 |
| nand3_1 | 57 |
| nor2_1 | 122 |
| o21ai_0 | 124 |
## worst paths after layout
| check | from | depth (start not counted) | slack, ns | endpoint |
|---|---|---|---|---|
| hold reg to reg | address2[1] | 0 | 0.32 | address_out[1] |
| setup reg to reg | e2_reg[4] | 15 | 13.59 | result[29] |
| hold / removal | address2[1] | 0 | 0.32 | address_out[1] |
| setup / recovery | adata[23] | 28 | 7.48 | kekka_reg[24] |
## per-layer routing
metal | wire, µm | GRT usage
met1 | 25000 | 0.571
met5 | 0 | 0
met3 | 6300 | 0.0834
met2 | 27500 | 0.634
met4 | 4200 | 0.209
## cell usage in the layout (no fill, tap or decap), types with 57 or more instances in the layout
| master | netlist | layout |
|---|---|---|
| o21ai_0 | 124 | 124 |
| dfxtp_1 | 144 | 141 |
| inv_1 | 80 | 80 |
| nand2_1 | 225 | 225 |
| clkdlybuf4s50_1 | 0 | 108 |
| ha_1 | 84 | 83 |
| a21oi_1 | 175 | 174 |
| a221oi_1 | 60 | 60 |
| a22oi_1 | 68 | 68 |
| buf_4 | 7 | 58 |
| mux2i_1 | 71 | 71 |
| nor2_1 | 122 | 120 |
| nand3_1 | 57 | 57 |
## per-stage QoR
step / hold slack (ns) / utilization / instances / instance area [µm²]
2_1_floorplan: 0.310 / - / 2010 / 15000
3_5_place_dp: 0.312 / 0.550 / 2387 / 16300
3_3_place_gp: 0.310 / 0.550 / 2387 / 16300
4_1_cts: 0.323 / 0.572 / 2419 / 16900
5_1_grt: 0.334 / 0.572 / 2419 / 16900
6_report: 0.323 / 0.572 / 2419 / 16900
## where the power goes
part	internal [µW]	switching [µW]	leakage, µW
combinational	464	730	0.00501
sequential	386	86.7	0.00121
clock	217	146	0.000315
## cells by family after synthesis
family,after synthesis,share of synthesized area
DFF,144,0.192
buffers and inverters,260,0.0736
muxes,98,0.0744
adders and majority gates,87,0.0740
AOI/OAI and AO/OA,755,0.355
and+or+nand+nor,611,0.197
xor gates and xnor gates,55,0.0330
## critical path, stage by stage
cell	delay [ns]
clkdlybuf4s50_1	0.53
inv_1	0.09
ha_2	0.31
buf_4	0.46
nand4_1	0.27
nor4_2	0.34
nor2b_1	0.20
o21ai_1	0.08
buf_4	0.24
nand2_4	0.59
mux2i_1	0.60
nor3_1	0.09
o31a_1	0.35
or3b_1	0.51
o31ai_1	0.33
xor2_1	0.18
nor2_1	0.07
ha_1	0.37
nor3_1	0.07
nor2_1	0.10
o41ai_1	0.11
o2111ai_1	0.28
a41o_1	0.26
a31oi_1	0.19
o311ai_0	0.47
nand2_1	0.16
a2111oi_1	0.50
nor3_2	0.06
## area by class of cell
type | instances | area, µm² | area share
clock buffer | 17 | 425 | 0.0252
clock inverter | 15 | 210 | 0.0124
inverter | 81 | 304 | 0.0180
multi-input combinational | 1606 | 11100 | 0.655
sequential | 144 | 2890 | 0.171
tap | 390 | 488 | 0.0289
timing repair buffer | 166 | 1520 | 0.0897
Power and IR drop assume default switching activity.
